## ./run.sh

```bash
#!/bin/bash
# OpenROAD 26Q1-2900-gdf79404cd8, Yosys 0.63+post, stock flow scripts
make -C /OpenROAD-flow-scripts/flow DESIGN_CONFIG=/design/flow/config.mk WORK_HOME=/design/flow/orfs finish
```

## ./config.mk

```make
export PLATFORM = sky130hd
export DESIGN_NAME = Regs
export DESIGN_NICKNAME = Regs
export VERILOG_FILES = /design/flow/design.v
export SDC_FILE = /design/flow/constraint.sdc
export NUM_CORES = 4
export LEC_CHECK = 1
export CORE_AREA = 10 10 735 735
export DIE_AREA = 0 0 745 745
```

## ./constraint.sdc

```tcl
current_design Regs

set clk_period 13.1
set clk_io_pct 0.2

create_clock -name clk0 -period $clk_period [get_ports {clk}]

set non_clock_inputs [all_inputs -no_clocks]
set_input_delay [expr $clk_period * $clk_io_pct] -clock clk0 $non_clock_inputs
set_output_delay [expr $clk_period * $clk_io_pct] -clock clk0 [all_outputs]
```

## ./design.v

```verilog
`timescale 1ns / 1ps
module Regs (
    input clk,
    input rst,
    input [4:0] Rs1_addr,
    input [4:0] Rs2_addr,
    input [4:0] Wt_addr,
    input [31:0] Wt_data,
    input RegWrite,
    output [31:0] Rs1_data,
    output [31:0] Rs2_data,
    output reg [31:0] Reg00,
    output reg [31:0] Reg01,
    output reg [31:0] Reg02,
    output reg [31:0] Reg03,
    output reg [31:0] Reg04,
    output reg [31:0] Reg05,
    output reg [31:0] Reg06,
    output reg [31:0] Reg07,
    output reg [31:0] Reg08,
    output reg [31:0] Reg09,
    output reg [31:0] Reg10,
    output reg [31:0] Reg11,
    output reg [31:0] Reg12,
    output reg [31:0] Reg13,
    output reg [31:0] Reg14,
    output reg [31:0] Reg15,
    output reg [31:0] Reg16,
    output reg [31:0] Reg17,
    output reg [31:0] Reg18,
    output reg [31:0] Reg19,
    output reg [31:0] Reg20,
    output reg [31:0] Reg21,
    output reg [31:0] Reg22,
    output reg [31:0] Reg23,
    output reg [31:0] Reg24,
    output reg [31:0] Reg25,
    output reg [31:0] Reg26,
    output reg [31:0] Reg27,
    output reg [31:0] Reg28,
    output reg [31:0] Reg29,
    output reg [31:0] Reg30,
    output reg [31:0] Reg31
);
  always @(posedge clk or posedge rst) begin
    if (rst == 1'b1) begin
      Reg00 <= 32'b0;
      Reg01 <= 32'b0;
      Reg02 <= 32'b0;
      Reg03 <= 32'b0;
      Reg04 <= 32'b0;
      Reg05 <= 32'b0;
      Reg06 <= 32'b0;
      Reg07 <= 32'b0;
      Reg08 <= 32'b0;
      Reg09 <= 32'b0;
      Reg10 <= 32'b0;
      Reg11 <= 32'b0;
      Reg12 <= 32'b0;
      Reg13 <= 32'b0;
      Reg14 <= 32'b0;
      Reg15 <= 32'b0;
      Reg16 <= 32'b0;
      Reg17 <= 32'b0;
      Reg18 <= 32'b0;
      Reg19 <= 32'b0;
      Reg20 <= 32'b0;
      Reg21 <= 32'b0;
      Reg22 <= 32'b0;
      Reg23 <= 32'b0;
      Reg24 <= 32'b0;
      Reg25 <= 32'b0;
      Reg26 <= 32'b0;
      Reg27 <= 32'b0;
      Reg28 <= 32'b0;
      Reg29 <= 32'b0;
      Reg30 <= 32'b0;
      Reg31 <= 32'b0;
    end else if (RegWrite == 1'b1) begin
      case (Wt_addr)
        5'b00000: Reg00 <= 32'b0;
        5'b00001: Reg01 <= Wt_data;
        5'b00010: Reg02 <= Wt_data;
        5'b00011: Reg03 <= Wt_data;
        5'b00100: Reg04 <= Wt_data;
        5'b00101: Reg05 <= Wt_data;
        5'b00110: Reg06 <= Wt_data;
        5'b00111: Reg07 <= Wt_data;
        5'b01000: Reg08 <= Wt_data;
        5'b01001: Reg09 <= Wt_data;
        5'b01010: Reg10 <= Wt_data;
        5'b01011: Reg11 <= Wt_data;
        5'b01100: Reg12 <= Wt_data;
        5'b01101: Reg13 <= Wt_data;
        5'b01110: Reg14 <= Wt_data;
        5'b01111: Reg15 <= Wt_data;
        5'b10000: Reg16 <= Wt_data;
        5'b10001: Reg17 <= Wt_data;
        5'b10010: Reg18 <= Wt_data;
        5'b10011: Reg19 <= Wt_data;
        5'b10100: Reg20 <= Wt_data;
        5'b10101: Reg21 <= Wt_data;
        5'b10110: Reg22 <= Wt_data;
        5'b10111: Reg23 <= Wt_data;
        5'b11000: Reg24 <= Wt_data;
        5'b11001: Reg25 <= Wt_data;
        5'b11010: Reg26 <= Wt_data;
        5'b11011: Reg27 <= Wt_data;
        5'b11100: Reg28 <= Wt_data;
        5'b11101: Reg29 <= Wt_data;
        5'b11110: Reg30 <= Wt_data;
        5'b11111: Reg31 <= Wt_data;
      endcase
    end
  end
  assign Rs1_data = (Rs1_addr==5'b00000)?Reg00:
                      (Rs1_addr==5'b00001)?Reg01:
                      (Rs1_addr==5'b00010)?Reg02:
                      (Rs1_addr==5'b00011)?Reg03:
                      (Rs1_addr==5'b00100)?Reg04:
                      (Rs1_addr==5'b00101)?Reg05:
                      (Rs1_addr==5'b00110)?Reg06:
                      (Rs1_addr==5'b00111)?Reg07:
                      (Rs1_addr==5'b01000)?Reg08:
                      (Rs1_addr==5'b01001)?Reg09:
                      (Rs1_addr==5'b01010)?Reg10:
                      (Rs1_addr==5'b01011)?Reg11:
                      (Rs1_addr==5'b01100)?Reg12:
                      (Rs1_addr==5'b01101)?Reg13:
                      (Rs1_addr==5'b01110)?Reg14:
                      (Rs1_addr==5'b01111)?Reg15:
                      (Rs1_addr==5'b10000)?Reg16:
                      (Rs1_addr==5'b10001)?Reg17:
                      (Rs1_addr==5'b10010)?Reg18:
                      (Rs1_addr==5'b10011)?Reg19:
                      (Rs1_addr==5'b10100)?Reg20:
                      (Rs1_addr==5'b10101)?Reg21:
                      (Rs1_addr==5'b10110)?Reg22:
                      (Rs1_addr==5'b10111)?Reg23:
                      (Rs1_addr==5'b11000)?Reg24:
                      (Rs1_addr==5'b11001)?Reg25:
                      (Rs1_addr==5'b11010)?Reg26:
                      (Rs1_addr==5'b11011)?Reg27:
                      (Rs1_addr==5'b11100)?Reg28:
                      (Rs1_addr==5'b11101)?Reg29:
                      (Rs1_addr==5'b11110)?Reg30:
                      (Rs1_addr==5'b11111)?Reg31:32'b0;
  assign Rs2_data = (Rs2_addr==5'b00000)?Reg00:
                      (Rs2_addr==5'b00001)?Reg01:
                      (Rs2_addr==5'b00010)?Reg02:
                      (Rs2_addr==5'b00011)?Reg03:
                      (Rs2_addr==5'b00100)?Reg04:
                      (Rs2_addr==5'b00101)?Reg05:
                      (Rs2_addr==5'b00110)?Reg06:
                      (Rs2_addr==5'b00111)?Reg07:
                      (Rs2_addr==5'b01000)?Reg08:
                      (Rs2_addr==5'b01001)?Reg09:
                      (Rs2_addr==5'b01010)?Reg10:
                      (Rs2_addr==5'b01011)?Reg11:
                      (Rs2_addr==5'b01100)?Reg12:
                      (Rs2_addr==5'b01101)?Reg13:
                      (Rs2_addr==5'b01110)?Reg14:
                      (Rs2_addr==5'b01111)?Reg15:
                      (Rs2_addr==5'b10000)?Reg16:
                      (Rs2_addr==5'b10001)?Reg17:
                      (Rs2_addr==5'b10010)?Reg18:
                      (Rs2_addr==5'b10011)?Reg19:
                      (Rs2_addr==5'b10100)?Reg20:
                      (Rs2_addr==5'b10101)?Reg21:
                      (Rs2_addr==5'b10110)?Reg22:
                      (Rs2_addr==5'b10111)?Reg23:
                      (Rs2_addr==5'b11000)?Reg24:
                      (Rs2_addr==5'b11001)?Reg25:
                      (Rs2_addr==5'b11010)?Reg26:
                      (Rs2_addr==5'b11011)?Reg27:
                      (Rs2_addr==5'b11100)?Reg28:
                      (Rs2_addr==5'b11101)?Reg29:
                      (Rs2_addr==5'b11110)?Reg30:
                      (Rs2_addr==5'b11111)?Reg31:32'b0;
endmodule
```

==> impl_metrics.csv <==
group,metric,value,unit
status,status,"finished, final reports clean",
logic_synthesis,syn-cell-area,53240,sq um
place,portBuffers,1105,
job,warnings,38,
global_routing,grt_max_degree,129,
logic_synthesis,netlist_instances,4819,
worst_setup_path,critical_path_class,"input port to primary output",
power,power_density,154.5,nW/um^2
worst_setup_path,worstSetupEndpointType,"primary output",
power,vdd_ir_drop_max,0.0001145,V
clocking,ctsLongestPathBuffers,3,
logic_synthesis,async_flop_share,100.0,%
route,antenna_left,0,
die,die_h,745,microns
final_timing,worst_slack,2.781,ns
final_timing,setup-violations-final,0,
worst_setup_path,timing.rr.end,"Reg20[22]$_DFFE_PP0P_",
clocking,holdBufCountCts,0,
logic_synthesis,yosysTopAreaCell,"dfrtp_1",
worst_setup_path,reg2reg_depth,1,
logic_synthesis,ys_warn_count,1,
power,p_total,11.95,mW
worst_setup_path,worstPathArrival,7.70,ns
route,drc_errors,0,
cells_and_area,n_fill_cell,58580,
worst_setup_path,crit_required,10.48,ns
worst_setup_path,startpoint_type,"input port",
logic_synthesis,ff_type,"dfrtp_1",
clocking,post_cts_buffers,0,
worst_setup_path,cp_slowest_cell,"o22ai_1",
logic_synthesis,ys_cells,4819,
cells_and_area,drive_gt1_share,28.04,%
die,num_io_pins,1138,
logic_synthesis,top_area_share,46.62,%
final_timing,rsz0062_at_grt,"no",
job,maxCapViolCount,0,
final_timing,hold-worst-slack,0.5559,ns
clocking,tritoncts,"yes",
worst_setup_path,critical_path.max_fanout,43,
global_routing,grt_pass1_vias,53800,
final_timing,hold_viol,0,
die,dieArea,555000,sq um
logic_synthesis,ys_top_cells_by_area,"dfrtp_1 47%, mux2_2 21%, a22oi_1 5.5%, a21oi_1 2.4%, a221oi_1 1.9%",
place,place_ws,2.916,ns
final_timing,finClkSkew,0,ns
cells_and_area,logic_area,26880,sq um
final_timing,max_freq,0.09690,GHz
logic_synthesis,synth_seq_share,46.62,%
power,total_leakage_power,29.49,nW
clocking,clkLatencyLatePin,0.78,ns
final_timing,tightest_slew,1.350,ns
clocking,clk_pin_slew,0.07,ns
worst_setup_path,cp-endpoint,"Rs1_data[11]",
die,row_count,266,
global_routing,grt_pass1_wl,752.6,mm
clocking,cts-root-buf,"clkbuf_16",
cells_and_area,seq_area,24820,sq um
global_routing,overflow,0,
worst_setup_path,critPathMaxStageDelay,1.03,ns
logic_synthesis,ys_types,89,
global_routing,antenna_found_initial,68,
clocking,cts_resized,0,
logic_synthesis,yosys-top-cells-count,"1002 x mux2_2, 992 x dfrtp_1, 391 x a22oi_1",
route,route.detailed.wl_per_inst,48.15,microns
place,place_area,73890,sq um
clocking,cts_made_buffers,98,
route,first_pass_iters,6,
global_routing,grtUsageTotal,22.01,%
worst_setup_path,critPathLaunch,"Rs1_addr[0]",
final_timing,relSlewSlack,9.993,%
route,vias_per_cell,4.344,
logic_synthesis,top_cell,"mux2_2",
logic_synthesis,synth.avg_cell_area,11.05,sq um
die,core_area,524200,sq um
worst_setup_path,cp_num_cells,11,
clocking,htree_num_levels,3,
worst_setup_path,cp_num_buf_inv,5,
worst_setup_path,path_delay_family,"buffers and inverters",
route,via_count,56230,
final_timing,fin_crit_sh,78.77,%
worst_setup_path,ff2ff_setup_slack,11.87,ns
final_timing,period_needed,10.32,ns
die,fp_util,10.16,%
worst_setup_path,r2r_start,"Reg20[22]$_DFFE_PP0P_",
die,die_x,745,microns
worst_setup_path,path_common_cell,"buf_4",
hold_path,hp-class,"flop to flop",
cells_and_area,fin_area,77370,sq um
logic_synthesis,synth_flops,992,
final_timing,final_max_slew_viol_count,0,
place,place_congestion,1.077,
worst_setup_path,path_cells,"buf_6 > buf_4 > buf_4 > nand3b_2 > nor2_4 > buf_4 > a221oi_1 > o221ai_1 > a211oi_1 > o22ai_1 > clkdlybuf4s50_1",
route,postRouteWirelength,623.1,mm
logic_synthesis,edf_count,0,
logic_synthesis,yosysChipArea,53240,sq um
clocking,cts.sinks,992,
route,first_iter_violations,7056,
cells_and_area,area_growth,45.32,%
place,dp.final_hpwl,504.2,mm
[logic make-up (layout without fill, tap and decap cells)]
family / Yosys count / in the layout / synth area share (%)
simple gates: 863 / 863 / 8.309
flops: 992 / 992 / 46.62
other cells: 1 / 73 / 0.007043
buf+inv: 523 / 1607 / 4.669
compound gates: 1409 / 1409 / 18.61
mux: 1031 / 1031 / 21.78
[placed cells by master, fill, tap and decap left out, types with 27 or more instances in the layout]
| cell type | count |
|---|---|
| clkdlybuf4s50_1 | 1095 |
| mux2_2 | 1002 |
| dfrtp_1 | 992 |
| a22oi_1 | 391 |
| buf_4 | 296 |
| a21oi_1 | 251 |
| nand2_1 | 214 |
| o21ai_0 | 182 |
| nor2_1 | 137 |
| a221oi_1 | 113 |
| clkbuf_16 | 99 |
| nand3_1 | 93 |
| a22o_1 | 80 |
| o22ai_1 | 67 |
| nand4_1 | 54 |
| nor2_4 | 50 |
| nor3_1 | 50 |
| a31oi_1 | 49 |
| diode_2 | 41 |
| a211oi_1 | 33 |
| conb_1 | 32 |
| a222oi_1 | 30 |
| nand2b_1 | 28 |
| mux2i_1 | 27 |
[routing by layer]
layer,share of wire (%),vias to the layer above,GRT usage [%]
met1,34,29830,23.31
met3,13,1430,11.71
met2,44,4345,33.50
met4,9.4,18,15.48
li1,-,20610,-
met5,0.019,-,0
[where the power goes]
part           total [mW]  internal (mW)  switching (mW)
registers            5.22           3.64            1.58
clock network        3.05           1.66            1.39
logic                3.68           1.67            2.01
total                12.0           6.96            4.99
[final cells by class]
cell class	count	area share, %
Clock buffer	130	3.559
Sequential cell	992	32.08
Tap cell	6968	11.27
Inverter	27	0.1358
Antenna cell	41	0.1326
Multi-Input combinational cell	3335	34.74
Clock inverter	47	0.7972
Timing Repair Buffer	1403	17.28
[stage by stage]
step / utilization, % / cells / setup TNS [ns]
floorplan: - / 4850 / -3160.85
global placement: 14.09 / 12720 / 0
detailed placement: 14.10 / 12730 / 0
CTS: 14.74 / 12900 / 0
global route: 14.75 / 12920 / 0
finish: 14.76 / 12940 / 0
[how the worst min path moves through the flow]
stage	slack, ns	cells past startpoint	end	start
global route	0.58	1	Reg17[4]$_DFFE_PP0P_	Reg17[4]$_DFFE_PP0P_
CTS	0.56	1	Reg17[4]$_DFFE_PP0P_	Reg17[4]$_DFFE_PP0P_
finish	0.56	1	Reg17[4]$_DFFE_PP0P_	Reg17[4]$_DFFE_PP0P_
Power and IR drop assume default switching activity.
